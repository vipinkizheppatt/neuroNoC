[./config.mk]
export PLATFORM = sky130hd
export DESIGN_NAME = blockedRAM_simpleDualPort
export DESIGN_NICKNAME = blockedRAM_simpleDualPort
export VERILOG_FILES = /design/flow/design.v
export SDC_FILE = /design/flow/constraint.sdc
export NUM_CORES = 4
export LEC_CHECK = 1
export CORE_UTILIZATION = 40
export SYNTH_MEMORY_MAX_BITS = 65536
[./constraint.sdc]
current_design blockedRAM_simpleDualPort

set clk_period 216.8
set clk_io_pct 0.2

create_clock -name clk0 -period $clk_period [get_ports {clk}]

set non_clock_inputs [all_inputs -no_clocks]
set_input_delay [expr $clk_period * $clk_io_pct] -clock clk0 $non_clock_inputs
set_output_delay [expr $clk_period * $clk_io_pct] -clock clk0 [all_outputs]
[./design.v]
module blockedRAM_simpleDualPort #(parameter BRAM_WIDTH=32, BRAM_DEPTH=256)(
input [BRAM_WIDTH-1:0] din,
input [$clog2(BRAM_DEPTH)-1:0] addrin,
input [$clog2(BRAM_DEPTH)-1:0] addrout,
input we, re, clk,
output [BRAM_WIDTH-1:0] dout 
);
reg [BRAM_WIDTH-1:0] mem[BRAM_DEPTH-1:0];
reg [$clog2(BRAM_DEPTH)-1:0] addrout_reg;
always @(posedge clk)
begin: block0
    if (we)
        mem[addrin]<= din;
    if (re)
        addrout_reg <= addrout;        
end
assign dout = mem[addrout_reg];
endmodule
[./run.sh]
#!/bin/bash
# OpenROAD 26Q1-2900-gdf79404cd8, Yosys 0.63+post, stock flow scripts
make -C /OpenROAD-flow-scripts/flow DESIGN_CONFIG=/design/flow/config.mk WORK_HOME=/design/flow/orfs finish
==> flow_results.xml <==
<?xml version="1.0" encoding="UTF-8"?>
<metrics>
  <group name="synthesis">
    <metric name="synth.yosys.chip_area" unit="sq um">315000</metric>
    <metric name="flop_cell" unit="">sky130_fd_sc_hd__edfxtp_1</metric>
    <metric name="avgSynthCellArea" unit="sq um">21.4</metric>
    <metric name="aoi_share" unit="%">3.62</metric>
    <metric name="ys.flops" unit="">8208</metric>
    <metric name="synth-cells-yosys" unit="">14700</metric>
    <metric name="synth_area" unit="sq um">315000</metric>
    <metric name="synth-edff-count" unit="">8200</metric>
    <metric name="yosys.stat.seqShare" unit="%">78.1</metric>
    <metric name="synth.cellmix.adderShare" unit="%">0</metric>
    <metric name="yosys.area_share.xor_xnor" unit="%">0</metric>
    <metric name="synth-simple-area-share" unit="%">1.99</metric>
    <metric name="synth.lib_cells_used.distinct" unit="">74</metric>
    <metric name="asr_flop_ratio_synth" unit="%">0</metric>
    <metric name="yosys-dominant-comb-family" unit="">multiplexers</metric>
    <metric name="yosys_warnings" unit="">1</metric>
    <metric name="synth.mux.area_fraction" unit="%">14.5</metric>
    <metric name="post_synth_inst_count" unit="">14700</metric>
  </group>
  <group name="clocking">
    <metric name="post_cts_resized" unit="">0</metric>
    <metric name="buffer_levels_on_the_longest_clock_path" unit="">4</metric>
    <metric name="clock-root-buffer" unit="">sky130_fd_sc_hd__clkbuf_16</metric>
    <metric name="tritoncts" unit="">yes</metric>
    <metric name="cts_inserted_buffers" unit="">802</metric>
    <metric name="clock_transition_at_the_registers_of_the_reported_paths" unit="ns">0.06</metric>
    <metric name="cts.hold.buffers_added" unit="">0</metric>
    <metric name="cts_sinks" unit="">8208</metric>
    <metric name="cts_post_setup_buffers_inserted" unit="">0</metric>
    <metric name="htreeDepth" unit="">6</metric>
    <metric name="clkLatencyLatePin" unit="ns">1.20</metric>
  </group>
  <group name="job">
    <metric name="log.warning_count" unit="">29</metric>
    <metric name="maxCapViolations" unit="">0</metric>
  </group>
  <group name="final_timing">
    <metric name="setup_total_negative_slack" unit="ns">0</metric>
    <metric name="setup_viol_count_final" unit="">0</metric>
    <metric name="timing_hold_violations_final" unit="">0</metric>
    <metric name="drv_slew" unit="">0</metric>
    <metric name="tightestPinTransition" unit="ns">1.36</metric>
    <metric name="min_period_over_period" unit="%">24.3</metric>
    <metric name="timing_limited_maximum_frequency" unit="MHz">19.0</metric>
    <metric name="grt_setup_unrepaired" unit="">false</metric>
    <metric name="finalWorstPathRequiredPeriod" unit="ns">52.74</metric>
    <metric name="max-slew-margin-rel" unit="%">8.62</metric>
    <metric name="skew_final" unit="ns">0.0130</metric>
  </group>
  <group name="setup_path">
    <metric name="r2r_path_start" unit="">addrout_reg[5]$_DFFE_PP_</metric>
    <metric name="timing.critical_path.fanout_max" unit="">37</metric>
    <metric name="path_class" unit="">reg -&gt; out</metric>
    <metric name="path_cells" unit="">buf_4, buf_4, buf_4, buf_4, buf_4, buf_4, buf_4, mux4_2, a2111oi_0, a31oi_1, buf_4, nand4_1, nor4_1, buf_4, clkdlybuf4s50_1</metric>
    <metric name="critical_path_arrival" unit="ns">9.38</metric>
    <metric name="cp_num_buf_inv" unit="">10</metric>
    <metric name="worst_ep_required_time" unit="ns">173.44</metric>
    <metric name="crit_path_end_kind" unit="">output pin</metric>
    <metric name="critical_path.most_common_cell" unit="">sky130_fd_sc_hd__buf_4</metric>
    <metric name="setup.worst_path.start_class" unit="">flip-flop</metric>
    <metric name="setup.reg_to_reg.worst_slack" unit="ns">215.88</metric>
    <metric name="worst-r2r-cell-count" unit="">1</metric>
    <metric name="critPathTopFamily" unit="">buffers and inverters</metric>
    <metric name="worst_path_max_delay_cell" unit="">sky130_fd_sc_hd__nor4_1</metric>
    <metric name="timing.critical_path.slowest_cell_delay" unit="ns">0.89</metric>
  </group>
  <group name="floorplanning">
    <metric name="design.portCount" unit="">83</metric>
    <metric name="overall_die_height" unit="um">890</metric>
    <metric name="chip_area" unit="sq um">792000</metric>
    <metric name="fp_util" unit="%">40.2</metric>
    <metric name="floorplan.core_area" unit="sq um">784000</metric>
    <metric name="number_of_core_rows" unit="">325</metric>
    <metric name="die.size.x" unit="um">890</metric>
  </group>
  <group name="power">
    <metric name="leakagePower" unit="nW">113</metric>
    <metric name="sequential_share_of_power" unit="%">52.4</metric>
    <metric name="powerDensity" unit="nW/um^2">9.29</metric>
    <metric name="clkPwrFrac" unit="%">39.6</metric>
    <metric name="irDropWorstVdd" unit="uV">9.10</metric>
    <metric name="comb_power_share" unit="%">8.0</metric>
    <metric name="netSwitchingFraction" unit="%">23.1</metric>
    <metric name="internal" unit="mW">2.57</metric>
    <metric name="power.switching" unit="uW">773</metric>
  </group>
  <group name="place">
    <metric name="dpl_cell_area" unit="sq um">335000</metric>
    <metric name="dp_hpwl" unit="mm">561</metric>
    <metric name="dp.cells" unit="">25400</metric>
    <metric name="gp_congestion" unit="">0.943</metric>
    <metric name="port-buffer-count" unit="">82</metric>
  </group>
  <group name="global_route">
    <metric name="global_route.usage.total" unit="%">26.0</metric>
    <metric name="largest_net_degree_at_the_start_of_global_routing" unit="">129</metric>
    <metric name="grt_first_pass_wirelength" unit="mm">1300</metric>
    <metric name="number_of_global_route_vias_before_repair" unit="">168000</metric>
    <metric name="antenna_violations_before_repair" unit="">67</metric>
    <metric name="grt_remaining_overflow" unit="">0</metric>
  </group>
  <group name="final_layout">
    <metric name="layout.cells.most_common_list" unit="">sky130_fd_sc_hd__edfxtp_1 (8,200), sky130_fd_sc_hd__mux4_2 (1,431), sky130_fd_sc_hd__mux2i_1 (1,174)</metric>
    <metric name="final_design_area_no_fill" unit="sq um">360000</metric>
    <metric name="finalCoreUtilization" unit="%">45.8</metric>
    <metric name="layout_top_cell_excl_fill_tap" unit="">sky130_fd_sc_hd__edfxtp_1</metric>
    <metric name="largest_reg_flops" unit="">8192</metric>
    <metric name="layout.cells.non_filler" unit="">26900</metric>
    <metric name="area_delta_synth_final" unit="%">14.0</metric>
    <metric name="final_layout_size_suffix_gt1_share" unit="%">25.2</metric>
  </group>
  <group name="min_path">
    <metric name="hold_path_startpoint" unit="">addrout_reg[6]$_DFFE_PP_</metric>
    <metric name="min_delay_path_depth" unit="">1</metric>
    <metric name="hp-class" unit="">reg -&gt; reg</metric>
  </group>
  <group name="drt">
    <metric name="detail_route.iter0.violations" unit="">11000</metric>
    <metric name="drt_pre_antenna_iters" unit="">7</metric>
    <metric name="post_drt_wl_per_cell" unit="um">34.8</metric>
    <metric name="drt-total-wl" unit="mm">937</metric>
    <metric name="dr_total_vias" unit="">157000</metric>
    <metric name="routed_via_density" unit="">5.83</metric>
    <metric name="detail_route.drc_violations" unit="">0</metric>
    <metric name="drt.antenna.violating_nets" unit="">0</metric>
  </group>
  <group name="status">
    <metric name="outcome" unit="">finished clean</metric>
  </group>
</metrics>
-- synth_stat cells (all sizes together) (5+ instances only) --
library cell,n,share of area (%)
edfxtp,8200,78
mux4,1442,10
mux2i,1174,3.7
buf,512,1.3
nor2,438,0.52
clkbuf,401,0.48
nand2,279,0.33
o22ai,274,0.55
a22oi,258,0.61
a21oi,204,0.32
o221ai,198,0.56
nor3,173,0.28
mux2,136,0.49
a221oi,131,0.36
nor4,115,0.24
a2111oi,107,0.31
o211ai,88,0.21
o21ai,88,0.14
nand3,84,0.13
nand4,72,0.14
a22o,45,0.12
a31oi,33,0.065
a32oi,28,0.078
or2,27,0.054
or3,26,0.052
a211oi,25,0.059
o32ai,24,0.067
and4,20,0.056
or4,20,0.048
nor2b,15,0.030
o221a,13,0.046
a211o,9,0.025
dfxtp,8,0.051
nand2b,8,0.016
o21a,5,0.012
o31ai,5,0.012
-- worst max-delay path by stage --
stage / cells past startpoint / endpoint / slack, ns / startpoint
final: 15 / dout[12] / 164.06 / flip-flop
after global routing: 17 / dout[11] / 163.47 / flip-flop
after CTS: 17 / dout[11] / 163.73 / flip-flop
-- per-layer routing --
layer | vias to the layer above | global-route usage, % | share of wire [%]
li1 | 64600 | - | -
met1 | 79600 | 28.6 | 29
met2 | 10900 | 35.7 | 44
met3 | 1561 | 24.1 | 21
met4 | 84 | 9.37 | 4.8
met5 | - | 3.48 | 0.32
-- power groups by stage --
stage         Sequential, mW  Combinational, mW  Clock [mW]
finish                  1.75              0.266        1.32
global route            1.75              0.280        1.40
CTS                     1.75              0.265        1.34
-- final cells by class --
cell class / instances / area, sq um
diodes: 70 / 175
clock buffers: 1031 / 21100
clock inverters: 436 / 3640
fillers: 63600 / 425000
inverters: 4 / 30.0
multi-input cells: 5617 / 66500
flip-flops and latches: 8208 / 246000
well taps: 10500 / 13100
repair buffers: 1064 / 8610
-- metrics by stage --
step / total power, mW / hold WS (ns) / setup slack [ns]
2_1_floorplan: 1.92 / 0.449 / 170.58
3_3_place_gp: 2.05 / 0.467 / 164.95
3_5_place_dp: 2.05 / 0.458 / 165.06
4_1_cts: 3.36 / 0.493 / 163.73
5_1_grt: 3.43 / 0.508 / 163.47
6_report: 3.34 / 0.491 / 164.06
-- logic make-up (layout without fill, tap and decap cells) --
family,after synthesis,count (layout)
DFF,8208,8208
AOI/OAI and AO/OA,1557,1557
other,0,70
and+or+nand+nor,1308,1308
buffers and inverters,917,2535
muxes,2752,2752
Power is estimated from default activity; no workload was simulated.
